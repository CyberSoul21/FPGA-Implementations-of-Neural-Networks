`design/flow/config.mk`:
```
export PLATFORM = sky130hd
export DESIGN_NAME = wrapper
export DESIGN_NICKNAME = wrapper
export VERILOG_FILES = /design/flow/design.v
export SDC_FILE = /design/flow/constraint.sdc
export NUM_CORES = 4
export LEC_CHECK = 1
export CORE_AREA = 10 10 81 81
export DIE_AREA = 0 0 91 91
```
`design/flow/constraint.sdc`:
```
current_design wrapper

set clk_period 5.6
set clk_io_pct 0.2

create_clock -name clk0 -period $clk_period [get_ports {clk}]

set non_clock_inputs [all_inputs -no_clocks]
set_input_delay [expr $clk_period * $clk_io_pct] -clock clk0 $non_clock_inputs
set_output_delay [expr $clk_period * $clk_io_pct] -clock clk0 [all_outputs]
```
`design/flow/design.v`:
```
`timescale 1ns / 1ps
module wrapper
#(
    parameter numWeightImg = 9, 
    parameter addressWidthPos = 11,
    parameter addressWidthImg=4, dataWidthImg= 16
)
(
    input clk,
    input en, 
    input [addressWidthImg-1:0] addr,
    input signed [dataWidthImg-1:0] data_in, 
    input mem_ok,
    output  [dataWidthImg-1:0] data_out
);
    reg en_w;
    wire [addressWidthImg-1:0] addr_w;
    wire signed [dataWidthImg-1:0] data_in_w;
    wire  [dataWidthImg-1:0] data_out_w;
    assign addr_w = addr;
    assign data_in_w = data_in;
    assign data_out = data_out_w;
    ram_image image( 
        .clk(clk),
        .wen(en),
        .waddr(addr_w),
        .raddr(4'd5),
        .wdata(data_in_w),
        .rdata(data_out_w)     
    );    
    always @(posedge clk)
    begin
        if (en & mem_ok)
        begin
            en_w <= 1;
        end
        else begin
            en_w <= 0; 
        end
    end     
endmodule
module ram_image
#(
    parameter numWeightImg = 9, 
    parameter addressWidthPos = 11,
    parameter addressWidthImg=4, dataWidthImg= 16
)
( 
    input clk,
    input wen,
    input [addressWidthImg-1:0] waddr,
    input [addressWidthImg-1:0] raddr,
    input signed [dataWidthImg-1:0] wdata,
    output signed [dataWidthImg-1:0] rdata     
);
    reg [dataWidthImg-1:0] ram[numWeightImg-1:0];    
    initial
    begin
        ram[0] = 1;
        ram[1] = 1;
        ram[2] = 1;
        ram[3] = 1;
        ram[4] = 1;
        ram[5] = 1;
        ram[6] = 1;
        ram[7] = 1;
        ram[8] = 1;
    end    
    always @(posedge clk)
    begin
        if (wen)
        begin
            ram[waddr] <= wdata;
        end
    end 
    assign rdata = ram[raddr];
endmodule
```
`design/flow/run.sh`:
```
#!/bin/bash
# OpenROAD 26Q1-2900-gdf79404cd8, Yosys 0.63+post, stock flow scripts
make -C /OpenROAD-flow-scripts/flow DESIGN_CONFIG=/design/flow/config.mk WORK_HOME=/design/flow/orfs finish
```
==> reports/results.ini <==
[sta]
finalClockPeriodUsage_pct = 39.00
setup-violations-final = 0
maxSlewHeadroom_pct = 86.61
final.setup.tns_ns = 0
finalWorstPathRequiredPeriod_ns = 2.184
finalMaxSlewViolations = 0
setup_repair_after_global_routing_missed_its_margin = false
worst-slew-pin-transition_ns = 0.2009
achievable_freq_mhz = 457.9
hold_viol_final = 0

[synthesis]
dominant_register_cell_in_the_synthesized_netlist = sky130_fd_sc_hd__edfxtp_1
postSynthAreaPerCell_um2 = 28.50
yosysWarnings = 2
yosysSeqAreaShare_pct = 93.66
synthesis.area_um2 = 513.0
top_cells_by_area = sky130_fd_sc_hd__edfxtp_1, sky130_fd_sc_hd__nand3b_4, sky130_fd_sc_hd__nor3b_2
yosysMostFrequentCell = sky130_fd_sc_hd__edfxtp_1
yosysCellCount = 18
netlist_top_cells_count = sky130_fd_sc_hd__edfxtp_1, sky130_fd_sc_hd__nand3b_4, sky130_fd_sc_hd__nor3b_2
synthDominantCellAreaShare_pct = 93.66
postSynthCellCount = 18
synth-async-reset-ratio_pct = 0
top_area_cell = sky130_fd_sc_hd__edfxtp_1
edf_count = 16
ys_types = 3
ys_area_um2 = 513.0
synth_flops = 16

[power]
total_switching_power_mw = 0.03730
leakage_nw = 0.3339
ir_worst_vdd_uv = 74.82
switching_share_pct = 15.81
power.share.clock_pct = 34.1
seqPwrFrac_pct = 57.1
pwr_density_cell_nw_per_um2 = 232.2
combinationalPowerShare_pct = 8.7
power.internal_mw = 0.1986

[routing]
antenna_left = 0
via_count = 317
detail_route.wirelength_um = 1358
drt-pass1-iter-count = 2
drc = 0
drt-wirelength-per-cell_um = 10.78
num_antenna_cells = 0
viasPerCell = 2.516
drt_iter0_drc = 3

[floorplanning]
die_height_um = 91
core-area_um2 = 4817
floorplanUtilization_pct = 10.65
placement_rows = 25
die_area_um2 = 8281
io_pins = 39
die.size.x_um = 91

[global_route]
grt_util_all_layers_pct = 3.159
maximum_number_of_pins_on_one_net_before_global_route_repair = 17
initial_antenna_violation_count = 0
grt_pass1_wl_um = 2076
grt_pass1_vias = 355
grt-ovfl-total = 0

[cells_and_area]
reg_top3 = image.ram x16
drive_above_1_share_pct = 10.17
largest_register = image.ram
nFillCells = 536
flip_flop_count_of_the_largest_register_all_copies_and_words_added = 16
area_growth_syn_to_layout_pct = 98.05
layout.cells.non_filler = 126

[placement]
gp_congestion = 0.6674
total_instance_count_after_detailed_placement = 123
portBuffers = 37

[setup_path]
setup.worst_path.end_class = flop
worstPathMaxFanout = 16
crit_start = en
crit_path_max_incr_delay_ns = 0.50
cell_chain_of_the_critical_path = clkdlybuf4s50_1 -> nand3b_4 -> nor3b_2 -> buf_4
timing.critical_path.from_type = input port
worstSetupPathType = input port to flop
worstPathRequired_ns = 5.53
critical_path_arrival_ns = 2.12
slowest_stage = sky130_fd_sc_hd__clkdlybuf4s50_1

[min_path]
hold_depth = 1
min-delay-start = data_in[9]
hp-class = input port to flop
hold_end = image.ram[5][9]

[cts]
cts_num_sinks = 16
htreeDepth = 1
cts-root-buf = sky130_fd_sc_hd__clkbuf_8
post_cts_hold_buffer_count = 0
clock_path_buffers = 2
cts.repair_timing.setup_buffer_count = 0
cts_made_buffers = 3
clk_pin_slew_ns = 0.06
post_cts.resized_instances = 0
tritoncts = done

[job]
drv.max_cap_violation_count = 0
warnings = 26

[run_status]
outcome = complete, no violations

## power groups by stage
stage / registers [mW] / clock network [mW] / logic [mW]
6_report: 0.135 / 0.0806 / 0.0206
4_1_cts: 0.135 / 0.0845 / 0.0209
5_1_grt: 0.135 / 0.0896 / 0.0219
## placed cells by master, fill, tap and decap left out
cell                              synthesis  final
sky130_fd_sc_hd__buf_4                    0      1
sky130_fd_sc_hd__nand3b_4                 1      1
sky130_fd_sc_hd__clkdlybuf4s50_1          0     37
sky130_fd_sc_hd__clkbuf_8                 0      3
sky130_fd_sc_hd__edfxtp_1                16     16
sky130_fd_sc_hd__nor3b_2                  1      1
## how the worst max path moves through the flow
stage                               to  depth (start not counted)
final                  image.ram[5][8]                          4
after global routing  image.ram[5][14]                          4
after CTS             image.ram[5][13]                          4
## per-stage QoR
| step | power (mW) | utilization [%] | worst slack, ns | hold slack, ns | area [um2] |
|---|---|---|---|---|---|
| floorplan | 0.1383 | - | 3.231 | 1.219 | 513.0 |
| global placement | 0.1577 | 20.23 | 3.164 | 1.679 | 974.7 |
| detailed placement | 0.1582 | 20.23 | 3.152 | 1.679 | 974.7 |
| CTS | 0.2402 | 21.09 | 3.406 | 1.426 | 1016 |
| global route | 0.2463 | 21.09 | 3.339 | 1.424 | 1016 |
| finish | 0.2359 | 21.09 | 3.416 | 1.434 | 1016 |
## kinds of logic (layout without fill, tap and decap cells)
family | after synthesis | count (layout) | synth area share, %
buffers and inverters | 0 | 41 | 0
and+or+nand+nor | 2 | 2 | 6.341
DFF | 16 | 16 | 93.66
## worst max-delay path, delay by kind of cell
family	cells	cell delay [ns]
buffers and inverters	2	0.75
AND/OR/NAND/NOR	2	0.24
## layout make-up
cell class | instances | area [um2] | area share [%]
timing repair buffer | 38 | 377.9 | 37.19
clock buffer | 3 | 41.29 | 4.064
tap | 67 | 83.83 | 8.251
sequential | 16 | 480.5 | 47.29
multi-input combinational | 2 | 32.53 | 3.202
## per-layer routing
layer	up-vias	wire, um	GRT usage, %
met1	150	411	3.029
li1	154	-	-
met3	0	112	1.328
met5	-	0	0
met4	0	0	0.5222
met2	13	833	6.146
Power and IR drop assume default switching activity.
