==> flow/design.v <==
`timescale 1ns / 1ps
module full_connected#(
    parameter addressWidthConv=10, dataWidthMax=8, dataWidthWeight=16, dataWidthAux=16,
    parameter s0 = 4'b0000, s1 = 4'b0001, s2 = 4'b0010, s3 = 4'b0011, s4 = 4'b0100,
    parameter s5 = 4'b0101, s6 = 4'b0110, s7 = 4'b0111, s8 = 4'b1000, s9 = 4'b1001,
    parameter s10 = 4'b1010, s11 = 4'b1011, s12 = 4'b1100, s13 = 4'b1101, s14 = 4'b1110,
    parameter dataWidthCount= 10,
    parameter numWeightRstlMax = 507,
    parameter q = 63'd1841896888,  
    parameter mask = 32'd511,
    parameter exponent = 8'd9,
    parameter offset_ent =  1,
    parameter offset_sor = -1,
    parameter offset_fil =  0, 
     parameter bias = -16'd48
)
(
    input clk,
    input clk_div,
    input en,
    input rst,
    input[dataWidthCount-1:0] pos_memory,
    input [dataWidthMax-1:0] idata_max,
    input [dataWidthMax-1:0] idata_weight,
    output [dataWidthMax-1:0] num_dens,
    output reg den_ok,
    output quant_ok
);
    reg [3:0] present_state, next_state;  
    reg  [dataWidthWeight-1:0] rstl_mult;
    reg  [dataWidthWeight-1:0] rstl_sum;
    reg  [dataWidthAux-1:0] aux_max;
    reg  [dataWidthAux-1:0] aux_weight;
    reg  [63:0] num;
    wire [8:0] num_quant;
    wire quant_ok_wire;
    quantization #(.q(q),.mask(mask),.exponent(exponent)) quant 
    (
        .clk(clk),
        .rst(~den_ok),
        .a(num),
        .num_quant(num_quant),
        .sig_ok(quant_ok_wire)
    );
    initial
    begin
        rstl_sum <= 0;
        rstl_mult <= 0;
        den_ok <= 0;
        num <= 0;
    end
    always @(posedge clk)  
    begin
        if(rst)
        begin
            present_state = 0; 
        end
        else if(en)
        begin
            if(clk_div == 1)
            begin
                present_state <= s0;
            end
            else
            begin
                present_state <= next_state;
            end     
        end            
    end    
    always @(negedge clk)  
    begin
        case(present_state)
                s0:
                    next_state <= s1;                
                s1:
                    next_state <= s2;
                s2:
                    next_state <= s3;
            endcase 
    end
    always @ (negedge clk) begin  
        if(rst)
        begin
           den_ok <= 0;
           rstl_sum <= 0;
        end    
      case (present_state)
        s0: begin
                aux_weight <= $signed(idata_weight);
                aux_max <= $signed(idata_max);
            end          
        s1: begin
                rstl_mult <= $signed(aux_weight*aux_max);
            end
        s2: begin
                rstl_sum <= $signed(rstl_sum + rstl_mult);                
            end
        s3: begin
            if(pos_memory == (numWeightRstlMax - 1 + 1 +1))
            begin
                den_ok <= 1;
                num <= $signed(rstl_sum + bias);               
            end                
            end
      endcase
    end
    assign quant_ok = quant_ok_wire;   
    assign num_dens = $signed(num_quant + offset_sor);  
endmodule
`timescale 1ns / 1ps
`timescale 1ns / 1ps
module quantization
#(
    parameter s0 = 4'b0000, s1 = 4'b0001, s2 = 4'b0010, s3 = 4'b0011, s4 = 4'b0100,
    parameter s5 = 4'b0101, s6 = 4'b0110, s7 = 4'b0111, s8 = 4'b1000, s9 = 4'b1001,
    parameter s10 = 4'b1010, s11 = 4'b1011, s12 = 4'b1100, s13 = 4'b1101, s14 = 4'b1110,
    parameter q = 63'd2014687024,  
    parameter mask = 32'd255,
    parameter exponent = 8'd8,
    parameter zero = 1'd0,
    parameter one = 1'd1,
    parameter offset_ent = 6,
    parameter offset_sor = -1
)
(
    input clk,
    input rst,
    input [63:0] a,
    output [8:0] num_quant,
    output sig_ok    
);
    reg [3:0] present_state, next_state;
    wire clk_1s;
    reg [63:0] result1;
    reg [63:0] result2;
    reg [8:0]  result3;
    reg [8:0]  result4;
    reg [31:0] remainder;
    reg [8:0] thld1;
    reg thld2;
    reg [8:0] threshold;
    reg [8:0] res1;
    reg [1:0]res2;
    reg [1:0]res3;
    reg [8:0] res4;
    reg ok = 0;                
    always @(negedge clk or posedge rst)  
    begin
        if(rst)
        begin
            present_state <= s0;
        end
        else
        begin
            present_state <= next_state;
        end         
    end  
    always @(negedge clk)   
    begin
        case(present_state)
            s0:
                next_state <= s1;
            s1:
                next_state <= s2;
            s2:
                next_state <= s3;
            s3:
                next_state <= s4;
            s4:
                next_state <= s5;
            s5:
                next_state <= s6;
            s6:
                next_state <= s7;
            s7:
                next_state <= s8;  
            s8:
                next_state <= s9;
            s9:
                next_state <= s10;
            s10:
                next_state <= s11;                                                                                        
        endcase                
    end
    always @(negedge clk) begin   
      case (present_state)
        s0: 
        begin
            result1 <= a*q;
            ok <= 0;  
        end
        s1:
        begin    
            result2 <= result1 >>> 31;
        end
        s2:
        begin
            remainder <= result2 & mask;
        end
        s3:
        begin
            result3 <= result2 >>> 8;
        end
        s4:
        begin
            thld1 <= mask >>> 1; 
        end
        s5:
        begin
            thld2 <= ($signed(result3) < $signed(zero));  
        end
        s6:
        begin
        end
        s7:
        begin
            threshold <= thld1 + thld2;  
        end    
        s8:
        begin
            res1 <= result2 >>> exponent;  
        end
        s9:
        begin 
            if($signed(remainder) > $signed(threshold))
            begin
                res2 <= -1'd1;
            end
            else begin
                res2 <= -1'd0;
            end              
        end
        s10:
        begin
            res3 <= res2 & one;  
        end
        s11:
        begin
            result4 <= res1 + res3;  
            ok <= 1; 
        end
      endcase 
    end 
    assign num_quant = result4;
    assign sig_ok = ok;
endmodule
==> flow/run.sh <==
#!/bin/bash
# OpenROAD 26Q1-2900-gdf79404cd8, Yosys 0.63+post, stock flow scripts
make -C /OpenROAD-flow-scripts/flow DESIGN_CONFIG=/design/flow/config.mk WORK_HOME=/design/flow/orfs finish
==> flow/config.mk <==
export PLATFORM = sky130hd
export DESIGN_NAME = full_connected
export DESIGN_NICKNAME = full_connected
export VERILOG_FILES = /design/flow/design.v
export SDC_FILE = /design/flow/constraint.sdc
export NUM_CORES = 4
export LEC_CHECK = 1
export CORE_UTILIZATION = 50
==> flow/constraint.sdc <==
current_design full_connected

set clk_period 2.5
set clk_io_pct 0.2

create_clock -name clk0 -period $clk_period [get_ports {clk}]

set non_clock_inputs [all_inputs -no_clocks]
set_input_delay [expr $clk_period * $clk_io_pct] -clock clk0 $non_clock_inputs
set_output_delay [expr $clk_period * $clk_io_pct] -clock clk0 [all_outputs]
==> results.cfg <==
; yosys + openroad results
[final_timing]
slew_viol_final = 0
setup_viol_count_final = 94
finalHoldViolations = 0
fmax_mhz = 157
slew_headroom = 0.516
setup_ws_ns = -3.86
post-route-min-period_ns = 6.36
tightest_slew_ns = 0.708
fin_crit_sh = 2.55
fin_skew_ns = 0.0632
rsz0062_at_grt = true

[logic_synthesis]
synthTopCellsByArea = fa_1 (31%), edfxtp_1 (24%), ha_1 (18%)
ys_seq_frac = 0.248
ys_types = 58
ys_cells = 1552
yosysMostFrequentCell = inv_1
yosys.area.top_type = fa_1
yosys-top-cells-count = inv_1 (461), fa_1 (266), ha_1 (242)
ys_warn_count = 2
ys.flops = 143
yosys-stat-area_mm2 = 0.0171
synthArstFlopShare = 0.0280
synth-main-ff-cell = edfxtp_1
synth_area_mm2 = 0.0171
yosysTopAreaCellShare = 0.311
syn_inst = 1552
synth_area_per_cell_um2 = 11.0
synth-edff-count = 136

[placed_design]
io_buffers = 39
dpl_worst_slack_ns = -4.18
place.gp.congestion = 0.977
dpl.cell_count = 2302
dp_hpwl_um = 32400

[clocking]
cts_tree = built
cts_max_level = 4
clock_latency_ns = 0.46
cts_made_buffers = 17
clock_path_buffers = 2
ctsRootBufferMaster = clkbuf_16
cts_sinks = 143
clkTransAtPathRegs_ns = 0.05

[floorplanning]
fp_util = 0.509
dieArea_mm2 = 0.0350
core_area_mm2 = 0.0336
fp.dieH_um = 187
ios = 40
num_rows = 67
die_w_um = 187

[global_routing]
grt_usage = 0.263
antenna_found_initial = 0
grt_max_degree = 29
grt_pass1_wl_um = 65500
overflow = 0
grt_pass1_vias = 13471

[layout]
fin_cells = 2534
syn_to_final_growth_pct = 36.0
drive_gt1_frac = 0.304

[worst_setup_path]
worst-endpoint-required_ns = 3.95
worst_r2r_path_depth = 23
path_class = flip-flop to flip-flop
startpoint_type = flip-flop
reg2reg_slack_ns = -3.86
critical_path_arrival_ns = 7.81
critPathMaxFanout = 4
worst_setup_path_end_kind = flip-flop

[power_and_ir_drop]
vdd_ir_drop_max_v = 0.00167
leakagePower_nw = 11.6
power_density_mw_per_mm2 = 531

[route]
vias = 11946
firstDrtPassIters = 5
drcViolationCount = 0
diodes = 0
first_iter_violations = 345
postRouteAntennaNets = 0
post_drt_wl_per_cell_um = 15.5
drt-total-wl_um = 39300
viasPerCell = 4.71

[flow_run]
max_cap_violations = 0
warnings = 175

[hold_path]
min_path_type = flip-flop to async pin

[outcome]
status = complete, but fails checks
violations = negative setup slack
-- area by class of cell --
cell class / instances / area, um2
Clock buffer: 18 / 450
Clock inverter: 151 / 718
Fill cell: 2322 / 10300
Inverter: 461 / 1740
Multi-Input combinational cell: 943 / 12400
Sequential cell: 143 / 4250
Tap cell: 448 / 561
Timing Repair Buffer: 370 / 3140
-- cell usage in the layout (no fill, tap or decap), types with 5 or more instances in the layout --
master / count
inv_1: 539
edfxtp_1: 136
nand3_1: 9
and2_4: 20
o21ai_2: 9
and2_1: 29
nor3_1: 15
ha_2: 5
nand2_1: 42
a21oi_2: 13
nor2_1: 36
buf_2: 10
fa_1: 235
inv_2: 56
o21ai_0: 15
xnor2_1: 40
ha_4: 49
fa_2: 31
ha_1: 188
clkdlybuf4s50_1: 28
xor2_1: 26
a21oi_1: 13
inv_8: 6
o21a_1: 6
buf_4: 271
nor2b_1: 7
nand2b_1: 20
xnor2_2: 9
clkbuf_16: 19
a21o_1: 13
buf_6: 51
nand4_1: 10
buf_12: 6
nor2_4: 8
-- worst max-delay path: stages (launching register included) --
cell	delay (ns)
edfxtp_1	0.45
buf_4	0.17
inv_2	0.06
fa_2	0.50
fa_1	0.52
inv_1	0.05
fa_1	0.49
fa_1	0.49
inv_1	0.05
fa_1	0.53
inv_1	0.05
fa_1	0.48
ha_4	0.31
ha_4	0.20
nand4_1	0.08
buf_6	0.13
nor3_2	0.05
a221oi_2	0.34
a211oi_4	0.14
o211ai_1	0.44
nand3_2	0.13
a31o_1	0.24
a21oi_2	0.13
xnor2_1	0.07
-- sequential cells by signal, summed over array words and instances (netlist names), 2 cells and up --
name,cells
aux_weight,8
rstl_sum,16
quant.result1,17
present_state,2
aux_max,8
quant.res1,8
quant.remainder,9
rstl_mult,16
next_state,2
quant.result4,8
quant.present_state,4
num,16
quant.next_state,4
quant.threshold,2
quant.result2,17
-- logic make-up (layout without fill, tap and decap cells) --
family,after synthesis,after routing,share of synthesized area
fa+ha+maj,509,509,0.489
buf+inv,467,1000,0.102
simple gates,237,238,0.0727
flops,143,143,0.248
compound gates,117,117,0.0475
xor+xnor,77,77,0.0394
mux,2,2,0.00117
-- path summary, 6_finish.rpt --
path	from	to
hold reg to reg	den_ok$_DFF_N_	quant.present_state[0]$_DFF_NN0_
hold / removal	den_ok$_DFF_N_	quant.present_state[0]$_DFF_NN0_
setup / recovery	num[9]$_DFFE_NP_	quant.result1[47]$_DFFE_NP_
max in group asynchronous	den_ok$_DFF_N_	quant.present_state[3]$_DFF_NN0_
min in group clk0	quant.next_state[0]$_DFFE_NP_	quant.present_state[0]$_DFF_NN0_
setup reg to reg	num[9]$_DFFE_NP_	quant.result1[47]$_DFFE_NP_
-- timing repair --
action,in CTS,in global routing
pin swaps,154,96
gates cloned,3,1
buffers inserted,67,24
hold buffers,0,0
endpoints found under the setup margin,100,99
gates resized,228,91
-- where the power goes --
group	switching [W]	internal [W]	leakage [nW]	total, W
registers	0.000104	0.00295	1.36	0.00306
logic	0.00273	0.00300	9.20	0.00573
clock network	0.00167	0.00190	1.05	0.00357
-- metrics by stage --
stage | cell area, um2 | TNS [ns] | util | hold slack, ns | power [W]
after global routing | 23300 | -103.16 | 0.692 | 0.0902 | 0.0134
after global placement | 20400 | -109.14 | 0.607 | 0.0271 | 0.00800
after detailed placement | 20400 | -111.34 | 0.607 | 0.0286 | 0.00803
after CTS | 22800 | -95.27 | 0.678 | 0.0641 | 0.0122
after floorplan | 17400 | -83.54 | - | -0.0754 | 0.00638
final | 23300 | -94.69 | 0.692 | 0.0567 | 0.0124
-- routing by layer --
layer	GRT usage	up-vias	routed length, um
li1	-	5909	-
met1	0.367	5668	15900
met2	0.403	320	18900
met3	0.116	47	3680
met4	0.0624	2	758
met5	0.0220	-	23
No activity file was given, so power comes from the tool's default toggle rates.
