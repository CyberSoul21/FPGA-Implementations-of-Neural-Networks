==> design/flow/config.mk <==
export PLATFORM = sky130hd
export DESIGN_NAME = predictMax
export DESIGN_NICKNAME = predictMax
export VERILOG_FILES = /design/flow/design.v
export SDC_FILE = /design/flow/constraint.sdc
export NUM_CORES = 4
export LEC_CHECK = 1
export CORE_UTILIZATION = 30
==> design/flow/run.sh <==
#!/bin/bash
# OpenROAD 26Q1-2900-gdf79404cd8, Yosys 0.63+post, stock flow scripts
make -C /OpenROAD-flow-scripts/flow DESIGN_CONFIG=/design/flow/config.mk WORK_HOME=/design/flow/orfs finish
==> design/flow/constraint.sdc <==
current_design predictMax

set clk_period 6.1
set clk_io_pct 0.2

create_clock -name clk0 -period $clk_period [get_ports {clk}]

set non_clock_inputs [all_inputs -no_clocks]
set_input_delay [expr $clk_period * $clk_io_pct] -clock clk0 $non_clock_inputs
set_output_delay [expr $clk_period * $clk_io_pct] -clock clk0 [all_outputs]
==> design/flow/design.v <==
`timescale 1ns / 1ps
module predictMax
#(
    parameter addressWidthConv=10, dataWidthMax=8, dataWidthBCD = 4,
    parameter s0 = 4'b0000, s1 = 4'b0001, s2 = 4'b0010, s3 = 4'b0011, s4 = 4'b0100,
    parameter s5 = 4'b0101, s6 = 4'b0110, s7 = 4'b0111, s8 = 4'b1000, s9 = 4'b1001,
    parameter s10 = 4'b1010, s11 = 4'b1011, s12 = 4'b1100, s13 = 4'b1101, s14 = 4'b1110
)
(
    input clk,
    input clk_div,
    input en,
    input rst,
    input [dataWidthMax-1:0] num_dens_0,
    input [dataWidthMax-1:0] num_dens_1,
    input [dataWidthMax-1:0] num_dens_2,
    input [dataWidthMax-1:0] num_dens_3,
    input [dataWidthMax-1:0] num_dens_4,
    input [dataWidthMax-1:0] num_dens_5,
    input [dataWidthMax-1:0] num_dens_6,
    input [dataWidthMax-1:0] num_dens_7,
    input [dataWidthMax-1:0] num_dens_8,
    input [dataWidthMax-1:0] num_dens_9,
    output signed [dataWidthBCD-1:0]predict,
    output reg predict_ok
);
    reg [3:0] present_state, next_state;  
    reg [dataWidthBCD-1:0] max1;
    reg [dataWidthBCD-1:0] max2;
    reg [dataWidthBCD-1:0] max3;
    reg [dataWidthBCD-1:0] max4;
    reg [dataWidthBCD-1:0] max5;
    reg [dataWidthMax-1:0] aux_max1;
    reg [dataWidthMax-1:0] aux_max2;
    reg [dataWidthMax-1:0] aux_max3;
    reg [dataWidthMax-1:0] aux_max4;
    reg [dataWidthMax-1:0] aux_max5;
    reg [dataWidthMax-1:0] aux_max6;
    reg [dataWidthMax-1:0] aux_max7;
    reg [dataWidthMax-1:0] aux_max8;    
    reg [dataWidthBCD-1:0] max6;
    reg [dataWidthBCD-1:0] max7;
    reg [dataWidthBCD-1:0] max8;
    reg [dataWidthBCD-1:0] max9;    
    initial
    begin
        predict_ok = 0;
                    max1 <= 0;
                    aux_max1 <= 0;        
                    max2 <= 0;
                    aux_max2 <= 0;
                    max3 <= 0;
                    aux_max3 <= 0;
                    max4 <= 0;
                    aux_max4 <= 0;
                    max5 <= 0;
                    aux_max5 <= 0; 
                    max6 <= 0;
                    aux_max6 <= 0; 
                    max7 <= 0;
                    aux_max7 <= 0; 
                    max8 <= 0;
                    aux_max8 <= 0; 
                    max9 <= 10;
    end
    always @(posedge clk)  
    begin
        if(rst)
        begin
            present_state = 0; 
        end
        else if(en)
        begin
            if(clk_div == 1)
            begin
                present_state <= s0;
            end
            else
            begin
                present_state <= next_state;
            end     
        end     
    end    
    always @(negedge clk)
    begin
        case(present_state)
            s0:
                next_state <= s1;                
            s1:
                next_state <= s2;
            s2:
                next_state <= s3;
            s3:
                next_state <= s4;                                                                                           
        endcase                
    end
    always @ (negedge clk) begin
      case (present_state)
        s0: begin
                if($signed(num_dens_0) >= $signed(num_dens_1))
                begin
                    max1 <= $signed(4'd0);
                    aux_max1 <= $signed(num_dens_0);
                    max2 <= 0;
                    aux_max2 <= 0;
                    max3 <= 0;
                    aux_max3 <= 0;
                    max4 <= 0;
                    aux_max4 <= 0;
                    max5 <= 0;
                    aux_max5 <= 0; 
                end
                else
                begin
                    max1 <= $signed(4'd1);
                    aux_max1 <= $signed(num_dens_1);
                end
                if($signed(num_dens_2) >= $signed(num_dens_3))
                begin
                    max2 <= $signed(4'd2);
                    aux_max2 <= $signed(num_dens_2);
                end
                else
                begin
                    max2 <= $signed(4'd3);
                    aux_max2 <= $signed(num_dens_3);
                end
                if($signed(num_dens_4) >= $signed(num_dens_5))
                begin
                    max3 <= $signed(4'd4);
                    aux_max3 <= $signed(num_dens_4);
                end
                else
                begin
                    max3 <= $signed(4'd5);
                    aux_max3 <= $signed(num_dens_5);
                end
                if($signed(num_dens_6) >= $signed(num_dens_7))
                begin
                    max4 <= $signed(4'd6);
                    aux_max4 <= $signed(num_dens_6);
                end
                else
                begin
                    max4 <= $signed(4'd7);
                    aux_max4 <= $signed(num_dens_7);
                end
                if($signed(num_dens_8) >= $signed(num_dens_9))
                begin
                    max5 <= $signed(4'd8);
                    aux_max5 <= $signed(num_dens_8);
                end
                else
                begin
                    max5 <= $signed(4'd9);
                    aux_max5 <= $signed(num_dens_9);
                end                                                                  
                predict_ok <= 0;
            end          
        s1: begin
                if($signed(aux_max1) >= $signed(aux_max2))
                begin
                    max6 <= $signed(max1);
                    aux_max6 <= $signed(aux_max1);
                end
                else
                begin
                    max6 <= $signed(max2);
                    aux_max6 <= $signed(aux_max2);
                end
                if($signed(aux_max3) >= $signed(aux_max4))
                begin
                    max7 <= $signed(max3);
                    aux_max7 <= $signed(aux_max3);
                end
                else
                begin
                    max7 <= $signed(max4);
                    aux_max7 <= $signed(aux_max4);
                end                
            end
        s2: begin
                if($signed(aux_max6) >= $signed(aux_max7))
                begin
                    max8 <= $signed(max6);
                    aux_max8 <= $signed(aux_max6);
                end
                else
                begin
                    max8 <= $signed(max7);
                    aux_max8 <= $signed(aux_max7);
                end  
            end  
        s3: begin
                if($signed(aux_max8) >= $signed(aux_max5))
                begin
                    max9 <= $signed(max8);
                end
                else
                begin
                    max9 <= $signed(max5);
                end 
            end    
        s4: begin
                predict_ok <= 0;
            end 
      endcase 
    end 
    assign predict = $signed(max9);
endmodule
==> run_results.csv <==
group,metric,value,unit
grt,grt_overflow_total,0,
setup_path,cp_max_fo,5,
grt,grt_antenna_before_repair,0,
final_timing,fin_skew,0.0646,ns
cts,cts_root_buf,"clkbuf_16",
grt,grt_pass1_vias,4061,
detailed_routing,drt_wl_total,10.3,mm
synthesis,yosys-top-cells-area,"edfxtp_1 44%, ha_1 15%, mux2_4 10%",
cts,cts.sinks,88,
cells_and_area,layout.cells.non_filler,952,
cells_and_area,final_area,8410,um2
final_timing,setup_viol,0,
cts,clk_latency,0.40,ns
die,io_pins,89,
placement,place_congestion,0.858,
power,fin_total_pwr,2.10,mW
outcome,status,"complete, no violations",
synthesis,syn-cell-area,5870,um2
power,clkPwrFrac,38.3,%
worst_hold_path,holdPathStages,0,
setup_path,startpoint_type,"primary input",
setup_path,cp.required,3.19,ns
cts,htreeDepth,3,
synthesis,edf_count,85,
power,seqPwrFrac,37.2,%
placement,dpl.hpwl,7.62,mm
grt,grt_pass1_wl,16.9,mm
final_timing,hold_viol_final,0,
power,switchingPower,607,uW
synthesis,syn_area_per_cell,13.7,um2
placement,pre_cts_slack,-0.447,ns
power,irDropWorstVdd,0.164,mV
cts,clk_pin_slew_worst_paths,0.03,ns
synthesis,yosysTopAreaCellShare,43.5,%
cts,cts_tree,"built",
die,core.rowCount,50,
synthesis,synth-area-yosys,5870,um2
synthesis,postSynthSeqShare,44.5,%
worst_hold_path,hp-class,"reg -> reg",
final_timing,setup_ws,0.0321,ns
die,dieArea,20100,um2
cts,clk_path_buf_depth,2,
synthesis,ys_types,38,
flow_run,drv_cap,0,
grt,globalRouteTotalUtil,10.7,%
detailed_routing,drc,0,
detailed_routing,avgRoutedWirePerCell,10.9,um
power,p_comb_share,24.5,%
placement,placed_area,7550,um2
synthesis,synthArstFlopShare,0,%
detailed_routing,ant_nets,0,
synthesis,synth_cells,429,
cells_and_area,utilization,44.4,%
power,switching_share,28.9,%
synthesis,most_common_cell,"inv_1",
flow_run,warnings,110,
detailed_routing,num_vias,3957,
cells_and_area,area_delta_synth_final,43.3,%
final_timing,relSlewSlack,47.6,%
setup_path,arrival,3.16,ns
power,powerDensity,250,nW/um2
die,core_area,19000,um2
placement,port_buffers,87,
final_timing,worst_pin_slew,0.787,ns
detailed_routing,n_antenna_cell,0,
synthesis,ys.flops,88,
grt,grt_max_degree,47,
final_timing,hold_slack,0.504,ns
synthesis,top_cells_by_count,"90 x inv_1, 85 x edfxtp_1, 72 x ha_1",
power,p_int,1.49,mW
detailed_routing,vias_per_cell,4.16,
detailed_routing,dr.pass1.iters,4,
setup_path,worstSetupEndpointType,"register",
die,die_y,142,um
setup_path,r2r_cells,5,
die,initCoreUtil,30.9,%
synthesis,top_area_cell,"edfxtp_1",
cells_and_area,drive_above_1_share,28.2,%
final_timing,tns,0,ns
die,die_w,142,um
setup_path,critPathKind,"in -> reg",
placement,dpl.cell_count,839,
synthesis,ys_cells,429,
cts,cts_inserted_buffers,9,
synthesis,synth-main-ff-cell,"edfxtp_1",
synthesis,yosysWarnings,1,
detailed_routing,drt_iter0_markers,91,
final_timing,slew_violations,0,
cts,cts_hold_buffers,0,
power,p_leak,4.03,nW
placed cells by master (no fill, tap or decap), types with 6 or more instances in the layout:
cell	instances
a2111oi_4	14
o21a_1	7
mux2_4	41
edfxtp_1	85
inv_1	174
nand2b_1	10
buf_4	76
mux2_2	27
o22ai_4	8
nor2b_1	10
a21o_1	8
and4_1	6
clkdlybuf4s50_1	86
ha_1	69
clkbuf_16	9
per-layer routing:
layer  vias up  routed length, um  global-route usage [%]  part of all wire [%]
li1       2089                  -                       -                     -
met1      1760               4980                    14.5                    48
met2       101               4620                    16.1                    45
met3         7                672                    4.74                   6.5
met4         0                 68                    2.89                  0.66
met5         -                  0                       0                     0
cell families after synthesis:
family                     count (synthesis)  share of synthesized area [%]
buffers and inverters                     94                           6.27
DFF                                       88                           44.5
adders and majority gates                 72                           15.4
muxes                                     70                           16.0
AOI/OAI and AO/OA                         55                           12.4
and+or+nand+nor                           48                           5.27
other                                      2                          0.128
final timing paths:
check / from / to / slack (ns)
max reg2reg: present_state[2] / next_state[1] / 1.55
max: num_dens_4[0] / aux_max3[6] / 0.03
min: max4[1] / max7[2] / 0.50
min reg2reg: max4[1] / max7[2] / 0.50
layout make-up:
| type | count | area (um2) |
|---|---|---|
| flip-flops and latches | 88 | 2610 |
| well taps | 260 | 325 |
| inverters | 89 | 334 |
| clock inverters | 92 | 424 |
| repair buffers | 163 | 1440 |
| clock buffers | 9 | 225 |
| fillers | 1688 | 10500 |
| multi-input cells | 251 | 3050 |
flip-flops by register name, indices dropped and copies added (netlist names):
| register | count |
|---|---|
| max8 | 3 |
| aux_max6 | 8 |
| aux_max2 | 8 |
| next_state | 3 |
| aux_max8 | 8 |
| aux_max3 | 8 |
| max7 | 3 |
| max6 | 2 |
| aux_max5 | 8 |
| present_state | 3 |
| max3 | 1 |
| max1 | 1 |
| max2 | 1 |
| aux_max7 | 8 |
| max5 | 1 |
| aux_max1 | 8 |
| max4 | 2 |
| aux_max4 | 8 |
| max9 | 4 |
critical path, stage by stage:
cell,delay [ns]
clkdlybuf4s50_1,0.48
inv_1,0.05
ha_1,0.28
nand2b_4,0.15
a2111oi_4,0.33
buf_4,0.20
o22ai_4,0.12
mux2_4,0.33
power groups by stage:
stage | sequential (mW) | clock [mW] | combinational, mW
global route | 0.789 | 0.920 | 0.567
finish | 0.782 | 0.805 | 0.514
CTS | 0.784 | 0.840 | 0.497
what timing repair did:
item                                    4_1_cts  5_1_grt
gates resized                                 1       14
endpoints found under the setup margin       28       40
endpoints found under the hold margin         0        0
buffers inserted                              1        8
pin swaps                                     9       16
cloned                                        2        2
Power is estimated from default activity; no workload was simulated.
